[flow/config.mk]
export PLATFORM = sky130hd
export DESIGN_NAME = gain
export DESIGN_NICKNAME = gain
export VERILOG_FILES = /design/flow/design.v
export SDC_FILE = /design/flow/constraint.sdc
export NUM_CORES = 4
export LEC_CHECK = 1
export CORE_UTILIZATION = 40
[flow/constraint.sdc]
current_design gain

set clk_period 8.1
set clk_io_pct 0.2

create_clock -name clk0 -period $clk_period

set non_clock_inputs [all_inputs -no_clocks]
set_input_delay [expr $clk_period * $clk_io_pct] -clock clk0 $non_clock_inputs
set_output_delay [expr $clk_period * $clk_io_pct] -clock clk0 [all_outputs]
[flow/design.v]
module gain (
	input clk,     
	input rst_n,   
	input signed [15:0] xn,
	input signed [7:0] g,
	output signed [15:0] yn
);
	reg signed [15:0] g16;
	assign g16 = {g[7], 8'b00000000, g[6:0]};
	reg signed [15:0] result;
	multiplier mul (.a(xn), .b(g16),  .c(result));
	assign yn = result;
endmodule : gain
module multiplier (
	input signed [15:0] a, b,
	output signed [15:0] c 	
);
	parameter N = 16;
	logic [2*N - 1:0]	result;
	logic [N - 1:0] finalResult;
	assign c = finalResult;
	always @(a, b)	
	begin						
		result <= a[N - 2:0] * b[N - 2:0];													
	end
	always @(result) 
	begin											
		finalResult[N - 1] <= a[N - 1] ^ b[N - 1];	
		finalResult[N - 2:0] <= result[14:0];							
	end
endmodule : multiplier
[flow/run.sh]
#!/bin/bash
# OpenROAD 26Q1-2900-gdf79404cd8, Yosys 0.63+post, stock flow scripts
make -C /OpenROAD-flow-scripts/flow DESIGN_CONFIG=/design/flow/config.mk WORK_HOME=/design/flow/orfs finish
==> Slide: Implementation Results <==
Flow Results at a Glance

Layout
  • Synthesis-to-layout area growth: 28.2%
  • Share of cells above drive strength 1: 0.0957
  • Seq cells: 0
  • Design area: 0.00297 mm2
  • Non-filler instance count after layout: 396
  • Logic area: 0.00212 mm2
  • Clock buffer count: 0
  • FF+latch area: 0 um2
  • Filler cells: 546

CTS
  • Hold buffers post-CTS: 0

Yosys
  • Cells in synth_stat.txt: 269
  • Syn Area/Cell: 8.61 um2
  • Synth Instances: 269
  • Top cell area share: 0.406
  • Top post-synthesis cells by count: 52 x and2_1, 51 x inv_1, 47 x fa_1
  • Cell Type Count: 30
  • Seq/Total Area, Yosys: 0
  • Cell type with the largest total area: fa_1
  • Synth Warn #: 2
  • Area contributors post-synth: fa_1 41%, and2_1 14%, ha_1 11%
  • Synth top cell by count: and2_1
  • Yosys stat area: 0.00232 mm2
  • Post-Syn Area: 0.00232 mm2

Die
  • Die Area: 0.00610 mm2
  • Core ar.: 0.00554 mm2
  • Row count: 27
  • Pre-placement core utilization: 0.418
  • DIE HEIGHT: 78.1 um
  • Die Width: 78.1 um
  • Io pins: 42

Global route
  • GRT overflow: 0
  • Number of global-route vias before repair: 2054
  • Pin count of the biggest net entering global routing: 16
  • Total GRT Usage: 0.201
  • Initial antenna violation count: 0
  • First-pass GRT wire length: 9300 um

Final timing
  • Final max-slew violation count: 0
  • Max-slew headroom: 0.699
  • Final setup violation count: 0
  • Slew @ Worst Pin: 0.450 ns
  • Max Clk Rate: 127 MHz
  • Fin crit period: 7.89 ns
  • Final period util: 0.974
  • Final hold violation count: 0
  • PnR worst setup slack: 0.211 ns

Placed design
  • DP HPWL: 4370 um
  • Placed inst area: 0.00293 mm2
  • GP Congestion: 0.829
  • Dpl ws: 0.0870 ns
  • Dpl cells: 394
  • Port Buffers: 40

Route
  • Drc violations: 0
  • # diodes: 0
  • Antenna-violating nets left: 0
  • Drt initial violations: 38
  • DR vias/cell: 4.73
  • Total number of vias: 1874
  • 1st-pass router iterations: 4
  • Wire per inst: 12.3 um
  • Total wire length: 4870 um

Pwr
  • Worst IR drop on VDD: 208 uV
  • Switching share of power: 0.415
  • Int Power: 418 uW
  • Logic gate share of total power: 1.000
  • Pwr dens: 241 mW/mm2
  • P_leak: 1.47 nW
  • Pwr Total: 715 uW
  • Psw: 297 uW
  • Clk network pwr share: 0
  • Reg power frac: 0

Min path
  • Class of the worst hold path: primary input to primary output
  • Worst Hold Depth: 3

Setup path
  • Startpoint Class: primary input
  • CP cell instances: clkdlybuf4s50_1, nand2_1, fa_1, fa_1, inv_1, fa_1, inv_1, fa_1, inv_1, ha_1, a21oi_2, o211ai_1, buf_4, a211o_1, o311ai_2, clkdlybuf4s50_1
  • Critical-path top delay cell: clkdlybuf4s50_1
  • Critical Path RT: 6.48 ns
  • Crit-path max FO: 5
  • CP Capture Type: primary output
  • CP peak stage delay: 0.59 ns
  • Arr. time, crit path: 6.27 ns
  • Setup CP Type: primary input to primary output
  • Most frequent CP cell: fa_1

Flow run
  • Max-cap viol count: 0
  • OpenROAD warnings: 34

Run status
  • Run status: finished clean
[final timing paths]
path / start / endpoint / slack, ns
max: g[6] / yn[13] / 0.21
min: xn[15] / yn[15] / 4.15
[kinds of logic after synthesis]
family                   share of synthesized area
AND/OR/NAND/NOR                              0.232
adder cells (fa/ha/maj)                      0.520
buffers and inverters                       0.0929
AND-OR/OR-AND                               0.0665
XOR/XNOR                                    0.0886
[final cells by class]
cell class,instances,area share
inverter,51,0.0645
tap,72,0.0303
timing repair buffer,61,0.193
multi-input combinational,212,0.713
[power by group through the flow]
stage         sequential, mW  combinational, mW  clock, mW
CTS                        0              0.704          0
global route               0              0.829          0
finish                     0              0.715          0
[critical path, delay by kind of cell]
kind | cells | cell delay (ns)
adders and majority gates | 5 | 2.40
AOI/OAI and AO/OA | 4 | 0.71
buffers and inverters | 6 | 1.42
and+or+nand+nor | 1 | 0.10
[metrics by stage]
stage                     TNS [ns]   util  hold slack (ns)
after detailed placement         0  0.528             4.16
after global placement           0  0.528             4.15
final                            0  0.536             4.15
after global routing       -0.0293  0.536             4.18
after floorplan                  0      -             3.27
after CTS                        0  0.528             4.16
[placed cells by master (no fill, tap or decap), types with 2 or more instances in the layout]
cell and instances:
a21oi_1 6, clkdlybuf4s50_1 36, nor2_1 3, o21a_1 2, buf_4 20, ha_1 21, nand3_1 3, fa_1 47
dlymetal6s2s_1 4, xor2_1 4, nand2_1 30, a21o_1 2, xnor2_1 15, and2_2 5, a21oi_2 2, o21ai_0 3
o22ai_1 2, and2_1 52, inv_1 51
[metal layers]
metal / part of all wire / GRT usage / up-vias
met5: 0 / 0 / -
met4: 0 / 0 / 0
met3: 0.034 / 0.0177 / 0
met2: 0.51 / 0.354 / 36
met1: 0.45 / 0.302 / 910
li1: - / - / 928
[repair_timing]
action / in CTS / in global routing
setup buffers: 0 / 2
resized: 0 / 10
setup endpoints to repair: 0 / 5
No activity file was given, so power comes from the tool's default toggle rates.
