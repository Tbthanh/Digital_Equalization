$ cat flow/run.sh
#!/bin/bash
# OpenROAD 26Q1-2900-gdf79404cd8, Yosys 0.63+post, stock flow scripts
make -C /OpenROAD-flow-scripts/flow DESIGN_CONFIG=/design/flow/config.mk WORK_HOME=/design/flow/orfs finish
$ cat flow/config.mk
export PLATFORM = sky130hd
export DESIGN_NAME = adder
export DESIGN_NICKNAME = adder
export VERILOG_FILES = /design/flow/design.v
export SDC_FILE = /design/flow/constraint.sdc
export NUM_CORES = 4
export LEC_CHECK = 1
export CORE_UTILIZATION = 30
$ cat flow/constraint.sdc
current_design adder

set clk_period 8.1
set clk_io_pct 0.2

create_clock -name clk0 -period $clk_period

set non_clock_inputs [all_inputs -no_clocks]
set_input_delay [expr $clk_period * $clk_io_pct] -clock clk0 $non_clock_inputs
set_output_delay [expr $clk_period * $clk_io_pct] -clock clk0 [all_outputs]
$ cat flow/design.v
module adder  #(
	parameter N = 16	 
)
(
    input 	signed [N - 1 : 0] a,
    input 	signed [N - 1 : 0] b,
    output	signed [N - 1 : 0] c
);
	reg signed [N - 1 : 0] result;
	assign c = result;
	always @(a,b) 
	begin
		if(a[N - 1] == b[N - 1]) 
		begin						
			result[N - 2 : 0] = a[N - 2 : 0] + b[N - 2 : 0];		
			result[N - 1] = a[N - 1];						
		end											
		else if(a[N - 1] == 0 && b[N - 1] == 1) 
		begin
			if( a[N - 2 : 0] > b[N - 2 : 0] ) 
			begin					
				result[N - 2 : 0] = a[N - 2 : 0] - b[N - 2 : 0];			
				result[N - 1] = 0;										
			end
			else 
			begin												
				result[N - 2 : 0] = b[N - 2 : 0] - a[N - 2 : 0];			
				if (result[N - 2 : 0] == 0)
					result[N - 1] = 0;										
				else
					result[N - 1] = 1;									
			end
		end
		else 
		begin												
			if( a[N - 2 : 0] > b[N - 2 : 0] ) 
			begin					
				result[N - 2 : 0] = a[N - 2 : 0] - b[N - 2 : 0];			
				if (result[N - 2 : 0] == 0)
					result[N - 1] = 0;										
				else
					result[N - 1] = 1;										
			end
			else 
			begin												
				result[N - 2 : 0] = b[N - 2 : 0] - a[N - 2 : 0];			
				result[N-1] = 0;										
			end
		end
	end
endmodule : adder
==> results.txt <==
On the backend side, the flow ran end to end.

The flow ran to the end, and the final reports show no timing, DRC or antenna violations. The core footprint stands at 8848 µm². The floorplan step defined a die boundary enclosing 9643 µm². The arrival time of data at the worst endpoint is listed as roughly 5.3 ns. Buffers placed on the I/O ports in this run total 48. For the finished layout, the period the worst path requires is 6.872 ns. Looking at the gate-level netlist, the highest instance count belongs to sky130_fd_sc_hd__inv_1. Per the layout area report, the combinational gate area comes to approximately 2500 µm². STA classifies the critical path endpoint as a primary output. The yosys cell count stands at ~390. The die boundary width stands at about 100 µm. The commonest cells after synthesis are sky130_fd_sc_hd__inv_1, sky130_fd_sc_hd__ha_1, sky130_fd_sc_hd__a21oi_1. In this run, placement finished with an instance count of roughly 530. The worst hold margin stands at approximately 4.2 ns. The cell area after synthesis stands at between 2000 and 3000 µm².

The synthesized-area fraction occupied by xor and xnor cells stands at 8.517%. The final estimated routing congestion in global placement stands at ~0.93. The total setup buffers inserted after CTS stands at 0. The detailed router's first-iteration violation count stands at about 210. Per STA, the library cell used most along the worst path is sky130_fd_sc_hd__clkdlybuf4s50_1. The wire length reported by the detailed router stands at around 8200 µm. The cell row count stands at 34. The number of warning messages in the yosys log stands at 1. The post-synthesis cell type count stands at 71. The setup path with the least slack is of type primary input to primary output. Entering global routing, the biggest net connects 20 pins. Sequential elements use 0% of the synthesized area. Per the layout report, the design carries approximately 920 filler cells. Counting endpoints that fail hold in the final report gives 0.

The share of final-layout standard cells stronger than drive strength 1 stands at approximately 5.4%. Setup repair after global routing left no endpoint under its margin. Hold repair after CTS inserted 0 buffers.

The aggregate global routing overflow stands at 0. Per the OpenROAD power report, leakage power amounts to about 1.5 nW. The longest incremental delay of any stage on the critical path is reported as between 0.6 and 0.7 ns. The number of antenna violations at the first check in global routing stands at 0. Among the non-sequential cells, AND-OR/OR-AND gates take the most area.

OpenSTA, run right after detailed placement, puts the worst setup slack at 1.278 ns. For this design the top-level I/O count stands at 48. Per the timing report, the biggest fanout along the worst path comes to 19. The finished cells cover approximately 3300 µm². The summed standard-cell area reported by yosys stands at approximately 2800 µm². The signed area change from the synthesized netlist to the final layout stands at 18.48%.

The simple-gate share of the synthesized area stands at a little over a fifth. On the critical path the largest part of the delay comes from AND-OR/OR-AND gates. The worst slew margin relative to its limit stands at between 50% and 60%. Traced cell by cell, the critical path runs through clkdlybuf4s50_1, inv_1, ha_1, o21a_1, o31ai_4, a21oi_1, xor2_1, or4_1, a2111oi_1, a41o_1, a31oi_1, clkdlybuf4s50_1. The number of search-and-repair iterations in the first detailed-routing pass stands at 17. sky130_fd_sc_hd__ha_1 takes more of the synthesized area than any other cell. The final core utilization stands at 37.17%. The fraction of the core area occupied by cells at floorplan stands at between 30% and 40%.

The average wire per standard cell stands at 15.44 µm. The vertical extent of the die stands at roughly 98 µm. The endpoint required time on the critical path stands at about 6.5 ns. The maximum resistive drop on vdd stands at 21.47 µV.

Among all stages on the critical path, the largest delay is contributed by sky130_fd_sc_hd__ha_1. For reference, compound AND-OR and OR-AND cells occupy approximately 33% of the area reported after synthesis. The cell-mix breakdown from Yosys lists the adder-cell area share as between 20% and 30%.

Counting every instance in the synthesized netlist gives 392. The total antenna diodes in the routed design stands at 0. The global routing report lists combined usage of all routing layers as between 10% and 20%. STA classifies the critical path startpoint as a primary input. The number of clock-tree buffers in the layout stands at 0. The final worst-path cycle share stands at a little over four fifths.

The final report lists the setup-violating endpoint count as 0. The estimated wirelength of the detail-placed design stands at 6682 µm. The final total negative setup slack stands at 0 ns. The layout report lists the combined flip-flop and latch area as 0 µm². The OpenROAD warning count stands at 60. The design has 0 sequential cells. The via total after detailed routing stands at roughly 2900. The residual antenna-violating net count after detailed routing stands at 0.

The via count of the first global-routing pass was 2693. The maximum clock frequency stands at between 100 and 150 MHz. The number of DRC violations after detailed routing stands at 0. The total power density per cell area stands at 88.01 nW/µm².

By area the synthesized netlist is led by sky130_fd_sc_hd__ha_1, sky130_fd_sc_hd__inv_1, sky130_fd_sc_hd__a21oi_1. The critical path in the final layout is reported with a setup slack of ~1.2 ns. The average size of a mapped cell stands at 7.083 µm². Summing all multiplexer cells gives an area fraction of between 4 and 5%.

Counting pins that exceed their max-slew limit in the final report gives 0. The transition at the pin with the smallest max-transition slack stands at around 0.60 ns. The area fraction of the dominant cell type after synthesis stands at 19.83%. For this run, the number of standard cells in the final layout without fillers is about 530. The min-delay analysis places its worst path in the category primary input to primary output. Together, buffers and inverters on the worst path number 3. The max capacitance violation total stands at 0. The number of gates resized after CTS stands at 0. The cell area reported after detailed placement stands at about 3300 µm². Power comes to about 290 µW. In the routed layout, each cell is associated on average with a via count of between 5 and 6.

The first global-routing pass estimated roughly 14000 µm of wire.
==> final timing paths <==
| check | startpoint | endpoint | slack [ns] | depth (start not counted) |
|---|---|---|---|---|
| worst max-delay path | a[4] | c[15] | 1.23 | 12 |
| worst min-delay path | a[15] | c[15] | 4.24 | 4 |
==> worst min-delay path, stage by stage <==
cell                              delay (ns)
sky130_fd_sc_hd__clkdlybuf4s50_1        0.44
sky130_fd_sc_hd__nor2_1                 0.11
sky130_fd_sc_hd__a31oi_1                0.05
sky130_fd_sc_hd__clkdlybuf4s50_1        0.40
==> logic make-up (layout without fill, tap and decap cells) <==
family | Yosys count | in the layout
AOI/OAI and AO/OA | 123 | 123
muxes | 13 | 13
buffers and inverters | 66 | 97
and+or+nand+nor | 116 | 116
xor gates and xnor gates | 27 | 27
adders and majority gates | 47 | 47
==> metal layers <==
| metal | up-vias | part of all wire, % | GRT usage, % |
|---|---|---|---|
| li1 | 1475 | - | - |
| met1 | 1283 | 48 | 26.28 |
| met2 | 87 | 46 | 27.84 |
| met3 | 10 | 5.3 | 1.235 |
| met4 | 0 | 1.2 | 2.411 |
| met5 | - | 0 | 0 |
==> cell usage in the layout, fill, tap and decap left out, types with 4 or more instances in the layout <==
| cell type | instances |
|---|---|
| sky130_fd_sc_hd__nand3_1 | 7 |
| sky130_fd_sc_hd__xor2_1 | 13 |
| sky130_fd_sc_hd__a211o_1 | 4 |
| sky130_fd_sc_hd__ha_1 | 44 |
| sky130_fd_sc_hd__nand4_1 | 7 |
| sky130_fd_sc_hd__nor2_1 | 25 |
| sky130_fd_sc_hd__nor3_1 | 23 |
| sky130_fd_sc_hd__mux2i_1 | 11 |
| sky130_fd_sc_hd__o21bai_1 | 5 |
| sky130_fd_sc_hd__o21ai_0 | 14 |
| sky130_fd_sc_hd__a221oi_1 | 4 |
| sky130_fd_sc_hd__nand2b_1 | 5 |
| sky130_fd_sc_hd__o21ai_1 | 4 |
| sky130_fd_sc_hd__a21o_1 | 6 |
| sky130_fd_sc_hd__nor4_1 | 4 |
| sky130_fd_sc_hd__a211oi_1 | 4 |
| sky130_fd_sc_hd__a21oi_1 | 27 |
| sky130_fd_sc_hd__a31oi_1 | 10 |
| sky130_fd_sc_hd__clkdlybuf4s50_1 | 48 |
| sky130_fd_sc_hd__o31ai_1 | 6 |
| sky130_fd_sc_hd__xnor2_1 | 14 |
| sky130_fd_sc_hd__nand2_1 | 20 |
| sky130_fd_sc_hd__nor2b_1 | 5 |
| sky130_fd_sc_hd__inv_1 | 46 |
==> power breakdown <==
group          leakage (nW)  switching (mW)  total, mW  internal [mW]
registers                 0               0          0              0
clock network             0               0          0              0
logic                  1.47           0.150      0.289          0.139
==> final cells by class <==
class,count,area share [%]
tap,108,4.108
timing repair buffer,49,14.83
inverter,48,5.477
multi-input combinational,326,75.58
Power and IR drop assume default switching activity.
